==> /design/flow/design.v <==
module EDGE_CATCH_AREA_TUNE (clk, reset, imgmn, imgm1n, imgmn1, imgm1n1,  Amn, Am1n,Amn1, Am1n1,  img_rdy, out_img, Amnf, Am1nf,Amn1f, Am1n1f, out_rdy);
input clk;
input reset;
input [15:0] imgmn;
input [15:0] imgm1n;
input [15:0] imgmn1;
input [15:0] imgm1n1;
input img_rdy;
input [15:0] Amn;
input [15:0] Am1n;
input [15:0] Amn1;
input [15:0] Am1n1;
output out_rdy;
output [15:0] out_img;
output [15:0] Amnf;
output [15:0] Am1nf;
output [15:0] Amn1f;
output [15:0] Am1n1f;
wire [15:0] Amnf;
wire [15:0] Am1nf;
wire [15:0] Amn1f;
wire [15:0] Am1n1f;
reg [15:0] out_img;
reg out_rdy;
wire [15:0] level_value;
assign level_value = (img_rdy & imgm1n > imgmn1 & imgm1n1 > imgmn) ? 16'd255 :(img_rdy & imgm1n < imgmn1 & imgm1n1 < imgmn) ? -16'd255 : 16'd0;
assign Amnf= (level_value>=0)?(Amn-(level_value*Amn)>>8): (level_value<=0)?(Am1n-(level_value*Am1n)>>8): 16'd0;
assign Am1nf= (level_value>=0)?(Am1n+(level_value*Am1n)>>8): (level_value<=0)?(Amn-(level_value*Amn)>>8): 16'd0;
assign Amn1f= (level_value>=0)?(Amn1): (level_value<=0)?(Amn1): 16'd0;
assign Am1n1f= (level_value>=0)?(Am1n1): (level_value<=0)?(Am1n1): 16'd0;
always @(posedge clk)
begin
if(~reset)
begin
out_img<=16'd0;
out_rdy<=1'b0;
end
else if(img_rdy)
begin
out_img<=imgmn;
out_rdy<=1'b1;
end
else 
begin
out_img<=out_img;
out_rdy<=1'b0;
end 
end
endmodule
==> /design/flow/run.sh <==
#!/bin/bash
# OpenROAD 26Q1-2900-gdf79404cd8, Yosys 0.63+post, stock flow scripts
make -C /OpenROAD-flow-scripts/flow DESIGN_CONFIG=/design/flow/config.mk WORK_HOME=/design/flow/orfs finish
==> /design/flow/config.mk <==
export PLATFORM = sky130hd
export DESIGN_NAME = EDGE_CATCH_AREA_TUNE
export DESIGN_NICKNAME = EDGE_CATCH_AREA_TUNE
export VERILOG_FILES = /design/flow/design.v
export SDC_FILE = /design/flow/constraint.sdc
export NUM_CORES = 4
export LEC_CHECK = 1
export CORE_UTILIZATION = 50
==> /design/flow/constraint.sdc <==
current_design EDGE_CATCH_AREA_TUNE

set clk_period 28.5
set clk_io_pct 0.2

create_clock -name clk0 -period $clk_period [get_ports {clk}]

set non_clock_inputs [all_inputs -no_clocks]
set_input_delay [expr $clk_period * $clk_io_pct] -clock clk0 $non_clock_inputs
set_output_delay [expr $clk_period * $clk_io_pct] -clock clk0 [all_outputs]
==> qor.yml <==
status: "finished clean"
crit_type: "input pin to output pin"
worstMarginPinSlew_ns: 0.778
clk_pin_slew_ns: 0.05
start_kind: "input pin"
cts_tree: "done"
period_minus_slack_ns: 20.57
stdcell_area_sq_um: 10300
edf_count: 0
yosysTopAreaCellShare: 0.324
worst_path_most_repeated_cell: "inv_1"
slowest_delay_ns: 0.61
post-cts-setup-buffers: 0
area_leaders: "fa_1, ha_1, inv_1, xnor2_1, buf_4"
grt_pass1_vias: 6411
port_buffers: 131
yosys_area_sq_um: 8950
synth.avg_cell_area_sq_um: 9.10
worstHoldPathType: "register to register"
warnings: 30
cts_root_buf: "clkbuf_16"
crit_family: "adder cells"
avgRoutedWirePerCell_um: 14.2
top_area_cell: "fa_1"
clock_skew_ns: 0
vias: 6251
placed_cell_area_sq_um: 10200
required_ns: 22.80
drc: 0
pre_cts_ws_ns: 7.84
endpoint_kind: "output pin"
slew_headroom: 0.477
yosysWarningCount: 1
grt_setup_unrepaired: "no"
p_leak_uw: 0.00536
path_max_fanout: 32
grt_start_max_net_pins: 33
num_antenna_cells: 0
drtIter0Drc: 189
antenna_found_initial: 0
hold_slack_ns: 0.524
synthDistinctLibCells: 69
antenna_left: 0
viasPerCell: 4.79
cp.buffers_inverters: 9
fmax_mhz: 48.6
pin_count: 212
async_reset_ff_frac: 0
dieHeight_um: 136
hold_viol_final: 0
worst_slack_ns: 7.93
nFillCells: 1576
final_layout_size_suffix_gt1_frac: 0.0250
cap_violations: 0
synth.cell_area_sq_um: 8950
setup_viol: 0
die-area_sq_um: 18400
dp_hpwl_um: 16900
synth_seq_share: 0.0380
grt.total_usage: 0.231
ys_ff: 17
initCoreUtil: 0.514
p_total_uw: 683
grt-ovfl-total: 0
wl_um: 18500
ir_worst_vdd_mv: 0.0966
synthCells: 983
ys_cells: 983
htreeDepth: 1
numCtsBuffers: 3
fin_tns_setup_ns: 0
grt_pass1_wl_um: 31300
crit_slowest_cell: "fa_1"
cts_hold_buf: 0
cts.repair.resized: 0
gp_congestion: 0.910
flop_cell: "dfxtp_1"
row_count: 48
finalMaxSlewViolations: 0
period_used_share: 0.722
clock.latency.late_pin_ns: 0.25
clock_sinks: 17
p_per_area_nw_per_um2: 66.4
first_pass_iters: 4
coreArea_sq_um: 17400
crit_arrival_ns: 14.87
clock_path_buffers: 2
syn_to_final_growth_pct: 15.0
fp.dieW_um: 136
-- sequential cells by signal, indices dropped and copies added, names as in the netlist --
signal   count
out_img     16
out_rdy      1
-- final cells by class --
cell class,instances,area (sq um),share of cell area
inverter,249,935,0.0909
sequential,17,340,0.0331
clock buffer,4,78.8,0.00766
timing repair buffer,135,1340,0.130
tap,225,282,0.0274
multi-input combinational,674,7310,0.711
-- stage by stage --
stage / util / instances
after floorplan: - / 998
after global placement: 0.586 / 1300
after detailed placement: 0.586 / 1300
after CTS: 0.591 / 1304
after global routing: 0.591 / 1304
final: 0.591 / 1304
-- cells by family (layout without fill, tap and decap cells) --
family / count (synthesis) / in the layout / share of synthesized area
xor+xnor: 66 / 66 / 0.0670
other cells: 1 / 16 / 0.000419
simple gates: 179 / 179 / 0.106
compound gates: 100 / 100 / 0.0817
fa+ha+maj: 294 / 294 / 0.533
mux: 19 / 19 / 0.0227
buf+inv: 307 / 388 / 0.151
flops: 17 / 17 / 0.0380
-- layout by cell type (no fill, tap or decap), types with 11 or more instances in the layout --
| master | n |
|---|---|
| a21oi_1 | 26 |
| and2_1 | 31 |
| clkdlybuf4s50_1 | 131 |
| conb_1 | 16 |
| dfxtp_1 | 17 |
| fa_1 | 145 |
| ha_1 | 149 |
| inv_1 | 249 |
| mux2i_1 | 18 |
| nand2_1 | 46 |
| nand3_1 | 15 |
| nor2_1 | 25 |
| nor2b_1 | 21 |
| nor3_1 | 11 |
| o21ai_0 | 16 |
| xnor2_1 | 52 |
| xor2_1 | 12 |
-- layer usage --
metal / track usage / routed length [um] / vias up / part of all wire
met5: 0 / 0 / - / 0
met4: 0.0144 / 113 / 0 / 0.0061
met3: 0.0802 / 1760 / 11 / 0.095
met2: 0.336 / 7920 / 166 / 0.43
met1: 0.364 / 8700 / 2865 / 0.47
li1: - / - / 3209 / -
-- synth_stat cells, drive strengths merged, types with 12 or more instances --
master  number
fa         145
nand2       46
xor2        12
and2        32
nor2b       21
xnor2       53
nand3       16
mux2i       19
a21oi       27
o21ai       21
inv        249
ha         149
nor2        26
dfxtp       17
buf         54
nor3        12
-- worst paths after layout --
| check | end | startpoint | slack (ns) | depth (start not counted) |
|---|---|---|---|---|
| worst min register to register | out_img[2]$_SDFFE_PN0P_ | out_img[2]$_SDFFE_PN0P_ | 0.52 | 2 |
| worst max register to register | out_img[15]$_SDFFE_PN0P_ | out_img[15]$_SDFFE_PN0P_ | 27.89 | 2 |
| worst min-delay path | out_img[2]$_SDFFE_PN0P_ | out_img[2]$_SDFFE_PN0P_ | 0.52 | 2 |
| worst max-delay path | Am1nf[5] | imgmn[15] | 7.93 | 32 |
-- power breakdown --
part           total (uW)  internal [uW]  leakage [uW]  switching, uW
sequential           26.0           25.2      0.000140          0.763
clock                28.3           19.0     0.0000382           9.33
combinational         629            340       0.00519            289
-- worst register-to-register path: stages, from the launching register on --
cell     delay [ns]
dfxtp_1        0.32
mux2i_1        0.13
nor2b_1        0.06
Power is estimated from default activity; no workload was simulated.
