==> design/flow/constraint.sdc <==
current_design area_generator

set clk_period 6.8
set clk_io_pct 0.2

create_clock -name clk0 -period $clk_period [get_ports {clk}]

set non_clock_inputs [all_inputs -no_clocks]
set_input_delay [expr $clk_period * $clk_io_pct] -clock clk0 $non_clock_inputs
set_output_delay [expr $clk_period * $clk_io_pct] -clock clk0 [all_outputs]
==> design/flow/design.v <==
module MULT (
    input clk,
    input reset,
    input [15:0] mul_p,
    input [15:0] mul_l,
    input mul_rdy,
    output reg [15:0] prod_out,
    output reg prod_out_rdy
);
reg [31:0] product;
reg [2:0] state;
parameter IDLE = 3'b000;
parameter COMPUTE = 3'b001;
parameter DONE = 3'b010;
always @(posedge clk) begin
    if (~reset) begin
        prod_out <= 16'd0;
        prod_out_rdy <= 1'b0;
        product <= 32'd0;
        state <= IDLE;
    end
    else begin
        case (state)
            IDLE: begin
                if (mul_rdy) begin
                    product <= mul_p * mul_l;
                    state <= COMPUTE;
                    prod_out_rdy <= 1'b0;
                end
            end
            COMPUTE: begin
                prod_out <= product[15:0];
                prod_out_rdy <= 1'b1;
                state <= DONE;
            end
            DONE: begin
                prod_out_rdy <= 1'b0;
                state <= IDLE;
            end
            default: state <= IDLE;
        endcase
    end
end
endmodule
module area_generator(clk, reset, top, bottom, left, right, data_rdy, Amn, Am1n, Am1n1, Amn1, out_rdy);
input clk;
input reset;
input [15:0] top;
input [15:0] bottom;
input [15:0] left;
input [15:0] right;
input data_rdy;
output [15:0] Amn;
output [15:0] Am1n;
output [15:0] Am1n1;
output [15:0] Amn1;
output out_rdy;
reg [15:0] t1;
reg [15:0] b1;
reg [15:0] l1;
reg [15:0] r1;
reg rdy;
wire [15:0] Amn;
wire [15:0] Am1n;
wire [15:0] Am1n1;
wire [15:0] Amn1;
wire out_rdy;
wire [15:0] lt;
wire [15:0] tr;
wire [15:0] rb;
wire [15:0] bl;
wire lt_rdy;
wire tr_rdy;
wire rb_rdy;
wire bl_rdy;
assign out_rdy=(lt_rdy && tr_rdy && rb_rdy && bl_rdy);
assign Amn=(out_rdy)?lt:16'd0;
assign Am1n=(out_rdy)?tr:16'd0;
assign Am1n1=(out_rdy)?rb:16'd0;
assign Amn1=(out_rdy)?bl:16'd0;
always @(posedge clk) 
begin
if(~reset)
begin
t1<=16'd0;
b1<=16'd0;
l1<=16'd0;
r1<=16'd0;
rdy<=1'd0;
end
else if(data_rdy)
begin
t1<=top;
b1<=bottom;
l1<=left;
r1<=right;
rdy<=1'b1;
end 
else
begin
t1<=t1;
b1<=b1;
l1<=l1;
r1<=r1;
rdy<=rdy;
end
end
MULT mult_inst1 (.clk(clk), .reset(reset), .mul_p(l1), .mul_l(t1), .mul_rdy(rdy), .prod_out(lt), .prod_out_rdy(lt_rdy));
MULT mult_inst2 (.clk(clk), .reset(reset), .mul_p(t1), .mul_l(r1), .mul_rdy(rdy), .prod_out(tr), .prod_out_rdy(tr_rdy));
MULT mult_inst3 (.clk(clk), .reset(reset), .mul_p(r1), .mul_l(b1), .mul_rdy(rdy), .prod_out(rb), .prod_out_rdy(rb_rdy));
MULT mult_inst4 (.clk(clk), .reset(reset), .mul_p(b1), .mul_l(l1), .mul_rdy(rdy), .prod_out(bl), .prod_out_rdy(bl_rdy));
endmodule
==> design/flow/config.mk <==
export PLATFORM = sky130hd
export DESIGN_NAME = area_generator
export DESIGN_NICKNAME = area_generator
export VERILOG_FILES = /design/flow/design.v
export SDC_FILE = /design/flow/constraint.sdc
export NUM_CORES = 4
export LEC_CHECK = 1
export CORE_UTILIZATION = 50
==> design/flow/run.sh <==
#!/bin/bash
# OpenROAD 26Q1-2900-gdf79404cd8, Yosys 0.63+post, stock flow scripts
make -C /OpenROAD-flow-scripts/flow DESIGN_CONFIG=/design/flow/config.mk WORK_HOME=/design/flow/orfs finish
==> flow_metrics.tcl <==
# yosys + openroad results
set metrics [dict create \
    cts_repair_resize_count 0 \
    portBuffers 131 \
    rr_endpoint "mult_inst1.product[14]$_SDFFE_PN0P_" \
    worstHoldEndpoint "mult_inst3.state[0]$_DFF_P_" \
    setup_viol_count_final 0 \
    route.final.wire_length_um 55000 \
    chip_area_um2 47800 \
    stage_log_warnings 25 \
    rsz_0062_raised_after_global_routing "false" \
    avgRoutedWirePerCell_um 16.4 \
    slew_headroom 0.362 \
    min-delay-path-class "reg2reg" \
    synth-seq-area-share 0.178 \
    worst_r2r_startpoint "l1[4]$_SDFFE_PN0P_" \
    gp_congestion 0.923 \
    critPathMaxStageDelay_ns 0.87 \
    area_growth_syn_to_layout_pct 10.9 \
    static-leakage-power_nw 12.0 \
    mostFrequentLayoutCell "sky130_fd_sc_hd__inv_1" \
    synth.distinct_cells 41 \
    synthesis.area_um2 23500 \
    htree_num_levels 1 \
    clock_sink_count 209 \
    synth-main-ff-cell "sky130_fd_sc_hd__dfxtp_1" \
    asr_flop_ratio_synth 0 \
    timing.final.max_slew_violations 0 \
    timing.final.hold_violations 0 \
    num_antenna_cells 0 \
    firstDrtPassIters 4 \
    antenna_found_initial 0 \
    clk_pin_slew_worst_paths_ns 0.06 \
    power_total_mw 3.66 \
    peakVddDrop_mv 0.162 \
    post_dp_cell_area_um2 25200 \
    post_place_worst_slack_ns 0.834 \
    ys_cells 2698 \
    initial_core_util 0.512 \
    cts_root_buf "sky130_fd_sc_hd__clkbuf_16" \
    cp_num_buf_inv 5 \
    final_antenna_net_count 0 \
    layout.cells.non_filler 3354 \
    stdcell_area_um2 26000 \
    syn_inst 2698 \
    grt.total_usage 0.259 \
    most-common-layout-cells "sky130_fd_sc_hd__inv_1 (442), sky130_fd_sc_hd__nand2_1 (371), sky130_fd_sc_hd__and2_1 (339), sky130_fd_sc_hd__fa_1 (320), sky130_fd_sc_hd__dfxtp_1 (209)" \
    timing.hold.worst.start "mult_inst3.state[1]$_DFF_P_" \
    global_route_wire_length_before_repair_um 91800 \
    worst_setup_path_startpoint "l1[4]$_SDFFE_PN0P_" \
    standard_cell_with_the_maximum_stage_delay_on_the_critical_path "sky130_fd_sc_hd__dfxtp_1" \
    routed_via_density 5.03 \
    clk-insertion-delay-late_ns 0.55 \
    cell_depth_of_the_worst_hold_path 1 \
    place_hpwl_um 41400 \
    cts_made_buffers 24 \
    finalCritPeriodShare 0.876 \
    worst_hold_slack_ns 0.437 \
    design.core.area_um2 45800 \
    yosysWarnings 2 \
    worst-r2r-setup-slack_ns 0.85 \
    cts_setup_buffers 0 \
    critPathArrivalTime_ns 6.35 \
    critical_path.top_delay_family "adder cells" \
    reg2reg_depth 21 \
    cts_buffer_depth 3 \
    p_per_area_nw_per_um2 141 \
    max_clock_freq_mhz 168 \
    timing.max_cap.violations 0 \
    fp-row-count 78 \
    critical_path.max_fanout 17 \
    cts_hold_repair.buffers 0 \
    syn_area_per_cell_um2 8.69 \
    ys_ff 209 \
    grt_pass1_vias 17400 \
    tritoncts_clock_tree "yes" \
    chipHeight_um 219 \
    placed_cells_incl_taps 3312 \
    vias 16900 \
    finalClockSkew_ns 0.0195 \
    cpMostUsedCell "sky130_fd_sc_hd__fa_1" \
    finish.utilization 0.568 \
    grt-ovfl-total 0 \
    enable_flop_cells 0 \
    tightestPinTransition_ns 0.956 \
    setup_slack_ns 0.846 \
    drive_above_1_share 0.0334 \
    boundary_pins 132 \
    grt_max_degree 70 \
    floorplan.die.width_um 219 \
    worst-setup-path-type "reg2reg" \
    yosysChipArea_um2 23500 \
    critical_path.startpoint_type "register" \
    crit_path_cell_trace "buf_4, and2_1, fa_1, inv_1, fa_1, fa_1, fa_1, inv_1, fa_1, inv_1, fa_1, inv_1, ha_1, a21o_1, a21oi_1, nor2b_1, o21ai_0, nand2b_1, o41ai_1, xor2_1, a21oi_1" \
    fin_tns_setup_ns 0 \
    fin_crit_ns 5.95 \
    data_required_critical_path_ns 7.19 \
    remaining_drc_errors 0 \
    status "complete, no violations" \
    initialDrtViolationCount 855 \
    end_kind "register" \
]
[how the worst max path moves through the flow]
stage                                         end  slack [ns]  cells after the start
CTS           mult_inst1.product[14]$_SDFFE_PN0P_        0.81                     21
global route  mult_inst1.product[14]$_SDFFE_PN0P_        0.41                     23
finish        mult_inst1.product[14]$_SDFFE_PN0P_        0.85                     21
[synth_stat cells (all sizes together) (4+ instances only)]
cell	instances	share of area
a21o	14	0.0045
nand2b	9	0.0024
o31ai	6	0.0019
buf	25	0.0057
nand2	372	0.060
nor2	171	0.027
nor2b	4	0.0011
xnor3	4	0.0038
o41ai	5	0.0019
inv	443	0.071
nand3b	4	0.0013
clkbuf	133	0.021
a21oi	78	0.017
xor2	23	0.0086
mux2i	128	0.055
o21ai	30	0.0064
nor3	6	0.0013
ha	196	0.10
a22oi	4	0.0013
dfxtp	209	0.18
xnor2	121	0.046
nand3	11	0.0023
o21a	8	0.0026
and2	339	0.090
o211ai	6	0.0019
fa	320	0.27
a211oi	14	0.0045
[worst reg2reg max path, stage by stage (launching register included)]
cell	delay, ns
sky130_fd_sc_hd__dfxtp_1	0.87
sky130_fd_sc_hd__buf_4	0.31
sky130_fd_sc_hd__and2_1	0.15
sky130_fd_sc_hd__fa_1	0.41
sky130_fd_sc_hd__inv_1	0.08
sky130_fd_sc_hd__fa_1	0.44
sky130_fd_sc_hd__fa_1	0.42
sky130_fd_sc_hd__fa_1	0.50
sky130_fd_sc_hd__inv_1	0.06
sky130_fd_sc_hd__fa_1	0.53
sky130_fd_sc_hd__inv_1	0.05
sky130_fd_sc_hd__fa_1	0.47
sky130_fd_sc_hd__inv_1	0.04
sky130_fd_sc_hd__ha_1	0.34
sky130_fd_sc_hd__a21o_1	0.22
sky130_fd_sc_hd__a21oi_1	0.12
sky130_fd_sc_hd__nor2b_1	0.06
sky130_fd_sc_hd__o21ai_0	0.14
sky130_fd_sc_hd__nand2b_1	0.07
sky130_fd_sc_hd__o41ai_1	0.07
sky130_fd_sc_hd__xor2_1	0.36
sky130_fd_sc_hd__a21oi_1	0.12
[state kept, by name, summed over array words and instances, names as in the netlist, 16 cells and up]
register and flops:
r1 16, mult_inst4.product 16, mult_inst3.prod_out 16, mult_inst4.prod_out 16
mult_inst1.prod_out 16, b1 16, mult_inst2.prod_out 16, mult_inst1.product 16
l1 16, mult_inst3.product 16, mult_inst2.product 16, t1 16
[per-layer routing]
metal / wire length [um] / vias up / global-route usage
met3: 5060 / 64 / 0.0914
li1: - / 8239 / -
met4: 969 / 0 / 0.0371
met5: 0 / - / 0
met1: 25700 / 8073 / 0.403
met2: 23300 / 493 / 0.373
[cells by family after synthesis]
| group | Yosys count | share of synthesized area |
|---|---|---|
| XOR/XNOR | 148 | 0.0589 |
| AND/OR/NAND/NOR | 920 | 0.187 |
| buffers and inverters | 601 | 0.0978 |
| multiplexers | 128 | 0.0546 |
| AND-OR/OR-AND | 176 | 0.0455 |
| flip-flops | 209 | 0.178 |
| adder cells (fa/ha/maj) | 516 | 0.378 |
[layout make-up]
type	instances	area (um^2)
Clock buffer	34	729
Tap cell	600	751
Inverter	443	1670
Clock inverter	8	77.6
Sequential cell	209	4180
Multi-Input combinational cell	1888	17000
Fill cell	4014	19800
Timing Repair Buffer	172	1620
[report_power, final]
part           internal [mW]  total, mW  switching (mW)
sequential              1.28       1.40           0.119
clock                  0.783       1.33           0.545
combinational          0.402      0.927           0.525
total                   2.47       3.66            1.19
Power figures rest on the tool's default switching activity, not on a simulated workload.
