==> ./design.v <==
module division_processor (
    input clk,
    input reset,
    input [15:0] data1,
    input [15:0] data2,
    input rdy,
    output reg [15:0] out,
    output reg out_rdy
);
reg [15:0] dividend;
reg [15:0] divisor;
reg [15:0] quotient;
reg [15:0] remainder;
reg [4:0] count;
reg [2:0] state;
parameter IDLE = 3'b000;
parameter INIT = 3'b001;
parameter DIVIDE = 3'b010;
parameter DONE = 3'b011;
always @(posedge clk) begin
    if (~reset) begin
        out <= 16'd0;
        out_rdy <= 1'b0;
        state <= IDLE;
        count <= 5'd0;
    end
    else begin
        case (state)
            IDLE: begin
                if (rdy) begin
                    dividend <= data1;
                    divisor <= data2;
                    quotient <= 16'd0;
                    remainder <= 16'd0;
                    count <= 5'd16;
                    state <= INIT;
                    out_rdy <= 1'b0;
                end
            end
            INIT: begin
                state <= DIVIDE;
            end
            DIVIDE: begin
                if (count > 0) begin
                    remainder <= remainder << 1;
                    remainder[0] <= dividend[15];
                    dividend <= dividend << 1;
                    if (remainder >= divisor) begin
                        remainder <= remainder - divisor;
                        quotient <= (quotient << 1) | 1'b1;
                    end
                    else begin
                        quotient <= quotient << 1;
                    end
                    count <= count - 1;
                end
                else begin
                    out <= quotient;
                    out_rdy <= 1'b1;
                    state <= DONE;
                end
            end
            DONE: begin
                out_rdy <= 1'b0;
                state <= IDLE;
            end
            default: state <= IDLE;
        endcase
    end
end
endmodule
==> ./run.sh <==
#!/bin/bash
# OpenROAD 26Q1-2900-gdf79404cd8, Yosys 0.63+post, stock flow scripts
make -C /OpenROAD-flow-scripts/flow DESIGN_CONFIG=/design/flow/config.mk WORK_HOME=/design/flow/orfs finish
==> ./config.mk <==
export PLATFORM = sky130hd
export DESIGN_NAME = division_processor
export DESIGN_NICKNAME = division_processor
export VERILOG_FILES = /design/flow/design.v
export SDC_FILE = /design/flow/constraint.sdc
export NUM_CORES = 4
export LEC_CHECK = 1
export CORE_UTILIZATION = 50
==> ./constraint.sdc <==
current_design division_processor

set clk_period 9.6
set clk_io_pct 0.2

create_clock -name clk0 -period $clk_period [get_ports {clk}]

set non_clock_inputs [all_inputs -no_clocks]
set_input_delay [expr $clk_period * $clk_io_pct] -clock clk0 $non_clock_inputs
set_output_delay [expr $clk_period * $clk_io_pct] -clock clk0 [all_outputs]
==> impl_metrics.csv <==
group,metric,value,unit
place,io_buffer_count,51,
setup_path,startpoint,"reset",
setup_path,worstSetupPathType,"input port to flip-flop",
routing,insertedDiodeCount,0,
setup_path,critPathCaptureType,"flip-flop",
power,switching_share,25.5,%
cells_and_area,area_delta_synth_final,18.4,%
power,power_frac_clock,30.7,%
run,max_cap_violations,0,
routing,postRouteAntennaNets,0,
final_timing,setup_tns,0,ns
place,placed_cell_area,4950,um^2
run,warnings,26,
synth,yosysTopAreaCellShare,44.2,%
setup_path,required,9.62,ns
cts,insertion_delay,0.35,ns
cells_and_area,n_fill_cell,673,
grt,grt-ovfl-total,0,
place,place_congestion,0.880,
synth,top_area_cell,"edfxtp_1",
floorplan,core,8300,um^2
place,place_hpwl,5.12,mm
setup_path,crit_chain,"clkdlybuf4s50_1 -> and2_2 -> buf_4",
grt,grt_usage,19.0,%
hold_path,hold_class,"flip-flop to flip-flop",
synth,synth-edff-count,64,
setup_path,cp_top_family,"buffers and inverters",
routing,drt_first_pass_iters,4,
synth,ys_area,4340,um^2
cts,cts_setup_buffers,0,
outcome,status,"finished, final reports clean",
setup_path,reg2regPathDepth,10,
cells_and_area,drive_gt1_share,9.11,%
cts,cts_buffer_depth,2,
power,p_leak,1.94,nW
final_timing,max_freq,257,MHz
grt,grt_first_pass_wirelength,12.6,mm
final_timing,final-setup-viol-count,0,
power,vdd_drop_max,0.0791,mV
power,comb_power_share,15.6,%
floorplan,dieHeight,95.2,um
synth,numSynthFlops,90,
final_timing,drv_slew,0,
routing,wl_per_cell,13.6,um
setup_path,crit_slowest_cell,"clkdlybuf4s50_1",
synth,synthArstFlopShare,0,%
cts,cts_buffers,9,
floorplan,initCoreUtil,52.3,%
synth,area_leaders,"edfxtp_1, dfxtp_1, ha_1, nand2_1, mux2_2",
synth,yosys-stat-cells,392,
routing,vias,2876,
power,intPower,0.000627,W
final_timing,rsz0062_at_grt,"no",
synth,ys_seq_share,56.2,%
setup_path,r2r_slack,6.78,ns
synth,ys_types,48,
cts,root_buffer,"clkbuf_8",
floorplan,chipArea,9060,um^2
synth,avgSynthCellArea,11.1,um^2
grt,antenna_found_initial,0,
floorplan,io_pins,52,
final_timing,relSlewSlack,51.0,%
final_timing,min_period,3.90,ns
power,power.density,164,nW/um^2
setup_path,reg2reg_to,"remainder[15]$_SDFFCE_PN0P_",
routing,totalWireLength,7.56,mm
cts,clock-sinks,90,
floorplan,die_w,95.2,um
floorplan,row_count,33,
setup_path,worstSetupPathDepth,3,
power,p_sw,0.000214,W
setup_path,cp_max_fo,28,
grt,grt_pass1_vias,2700,
cts,htree_levels,3,
cts,tritoncts,"done",
final_timing,clock_skew,0.0107,ns
synth,netlist_area,4340,um^2
synth,ys_warn_count,1,
cells_and_area,fin_area,5140,um^2
routing,drtIter0Drc,87,
synth,netlist_instances,392,
final_timing,tightest_slew,0.732,ns
final_timing,finalHoldViolCount,0,
setup_path,r2r-start,"divisor[0]$_DFFE_PP_",
setup_path,critical_path_arrival,3.92,ns
setup_path,endpoint,"remainder[12]$_SDFFCE_PN0P_",
cts,clkTransAtPathRegs,0.09,ns
final_timing,timing.final.crit_share,40.6,%
setup_path,path_buffers,2,
routing,drc,0,
routing,vias_per_cell,5.18,
power,seq_power_share,53.7,%
cts,cts.repair.resized,0,
setup_path,critPathLaunchType,"input port",
setup_path,critPathMaxStageDelay,0.94,ns
grt,grt_start_max_net_pins,46,
cts,hold_buffers,0,
synth,flop_cell,"edfxtp_1",
how the worst min path moves through the flow:
stage | slack, ns | startpoint | depth (start not counted) | to
CTS | 0.47 | state[3]$_DFF_P_ | 1 | state[0]$_DFF_P_
global route | 0.48 | state[3]$_DFF_P_ | 1 | state[0]$_DFF_P_
finish | 0.47 | state[3]$_DFF_P_ | 1 | state[0]$_DFF_P_
layer usage:
layer  global-route usage [%]  vias up  wire length [um]
met4                     2.02        0                76
met2                     28.0       60              3310
met5                        0        -                 0
li1                         -     1488                 -
met1                     32.9     1323              3830
met3                     3.57        5               344
sequential cells by signal (all words and copies together) (netlist names):
name / flops
count: 5
dividend: 16
divisor: 16
out: 16
out_rdy: 1
quotient: 16
remainder: 16
state: 4
through the flow:
step	util [%]	total power [W]	setup WS [ns]	instances	hold slack [ns]
3_3_place_gp	59.6	0.000592	5.32	539	0.443
4_1_cts	62.0	0.000854	5.69	555	0.474
5_1_grt	62.0	0.000886	5.51	555	0.483
3_5_place_dp	59.6	0.000592	5.30	539	0.448
6_report	62.0	0.000841	5.70	555	0.469
2_1_floorplan	-	0.000551	5.64	392	0.418
final cells by class:
type	count	area [um^2]	area share, %
Clock buffer	11	131	2.55
Multi-Input combinational cell	262	1730	33.6
Sequential cell	90	2440	47.5
Timing Repair Buffer	57	556	10.8
Tap cell	105	131	2.55
Inverter	25	93.8	1.82
Clock inverter	5	63.8	1.24
synth_stat cells (3+ instances only):
library cell  instances
a21boi_0             17
a21o_1                3
a21oi_1              18
a31oi_1               3
and2_1               16
buf_1                 3
clkbuf_1              8
dfxtp_1              26
edfxtp_1             64
ha_1                 17
inv_1                25
mux2_2               15
mux2i_1               8
nand2_1              55
nand2b_1              5
nand3_1               9
nand3b_1              3
nor2_1               25
nor2b_1               8
nor3_1                4
o21a_1                5
o21ai_0              12
xnor2_1               8
xor2_1                5
power groups by stage:
| stage | sequential [W] | combinational [W] | clock [W] |
|---|---|---|---|
| after CTS | 0.000452 | 0.000133 | 0.000270 |
| final | 0.000452 | 0.000132 | 0.000258 |
| after global routing | 0.000454 | 0.000148 | 0.000283 |
placed cells by master, fill, tap and decap left out, types with 2 or more instances in the layout:
cell / n
a21boi_0: 17
ha_1: 17
inv_1: 25
nand2_1: 55
o31ai_1: 2
o21a_1: 5
and3_1: 2
clkinv_4: 2
a31oi_1: 3
mux2_2: 15
xor2_1: 5
clkbuf_8: 9
buf_4: 6
a21o_1: 3
nand3_1: 9
a22oi_1: 2
nand4_1: 2
nor3_1: 4
o21ai_0: 12
nand2b_1: 5
nor2b_1: 8
nor2_1: 25
clkbuf_1: 2
edfxtp_1: 64
dfxtp_1: 26
and2_1: 15
mux2i_1: 8
clkdlybuf4s50_1: 51
a211oi_1: 2
nand3b_1: 3
a21oi_1: 18
xnor2_1: 8
logic make-up after synthesis:
family / synth area share [%]
AND-OR/OR-AND: 11.4
XOR/XNOR: 2.62
adder cells (fa/ha/maj): 5.36
buffers and inverters: 4.06
flip-flops: 56.2
multiplexers: 5.73
AND/OR/NAND/NOR: 14.6
No activity file was given, so power comes from the tool's default toggle rates.
